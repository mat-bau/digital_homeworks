### flow/run.sh
#!/bin/bash
# OpenROAD 26Q1-2900-gdf79404cd8, Yosys 0.63+post, stock flow scripts
make -C /OpenROAD-flow-scripts/flow DESIGN_CONFIG=/design/flow/config.mk WORK_HOME=/design/flow/orfs finish
### flow/config.mk
export PLATFORM = sky130hd
export DESIGN_NAME = Homework_1
export DESIGN_NICKNAME = Homework_1
export VERILOG_FILES = /design/flow/design.v
export SDC_FILE = /design/flow/constraint.sdc
export NUM_CORES = 4
export LEC_CHECK = 1
export CORE_AREA = 10 10 76 76
export DIE_AREA = 0 0 86 86
### flow/constraint.sdc
current_design Homework_1

set clk_period 1.1
set clk_io_pct 0.2

create_clock -name clk0 -period $clk_period [get_ports {CLK}]

set non_clock_inputs [all_inputs -no_clocks]
set_input_delay [expr $clk_period * $clk_io_pct] -clock clk0 $non_clock_inputs
set_output_delay [expr $clk_period * $clk_io_pct] -clock clk0 [all_outputs]
### flow/design.v
module Homework_1(input logic[7:0] Input_1,
		 input logic[7:0] Input_2,
		 input logic CLK,
		 input logic RST,
		 input logic[2:0] Control,
		 output logic[7:0] Output);
	logic MODE;
	logic OP;
	logic DIR;
	assign MODE = Control[2];
	assign OP   = Control[1];
	assign DIR  = Control[0];
	always_ff @(posedge CLK or posedge RST) begin
		if (RST) begin
			Output <= 8'b0;
		end
		else begin
			Output <= MODE ? (OP ? (Input_1 + Input_2) : (Input_1 - Input_2))
				       : (DIR ? {Output[6:0], Output[7]} : {Output[0], Output[7:1]});
		end
	end
endmodule
==> impl.org <==
#+TITLE: Synthesis and PnR summary

** Power and ir drop
- The design draws about 1.7 mW.
- Switching power share of the total :: between 30 and 40%
- The power report puts the leakage power at 0.810 nW.
- Net switching component of the power :: 0.518 mW
- Ratio of total power to cell area :: 1000 mW/mm^2
- In the power breakdown, the internal column shows approximately 1.2 mW.
- Per report_power, the combinational group accounts for 56.9% of the total.
- IR Drop Worst-Case VDD :: ~0.35 mV
- The flow reports that sequential cells draw ~23% of the design power.
- Per report_power, the clock group accounts for 19.9% of the total.

** STA
- Number of max-slew violations in the final report :: 0
- Endpoints failing hold in the final report were tallied at 0.
- The transition time recorded at the tightest slew-check pin is between 0.2 and 0.3 ns.
- Unrepaired setup endpoints after global routing :: true
- Based on the critical path, the design can be clocked at up to about 530 MHz.
- The max-slew check reports its worst relative slack as between 80% and 90%.
- The smallest clock period supported by the final layout is computed as roughly 1.9 ns.
- Endpoints with negative setup slack in the final report add up to 7.
- Hold is met by around 0.26 ns.
- Share of the cycle needed by the critical path after routing :: 173%
- Setup total negative slack on the finished layout was measured at -4.11 ns.
- Setup slack on the critical path of the routed design comes to -0.805 ns.
- For the final database, setup skew stands at ~0.005 ns.

** Logic synthesis
- In the synthesized netlist the dominant register cell turns out to be dfrtp_1.
- Sorting the Yosys area breakdown by cell type puts at the top dfrtp_1.
- Arithmetic-cell share of the synthesized area counting full adders, half adders and majority gates :: between 10% and 20%
- Summed standard-cell area reported by yosys :: about 830 um^2
- Per the synthesis report, the AND-OR/OR-AND share of the synthesized area is between 20% and 30%.
- MUX area fraction :: between 9 and 10%
- Portion of the post-synthesis area used by sequential elements :: approximately a quarter
- The warning tally printed by Yosys for this design is 1.
- Per the post-synthesis stats, the area per cell is 9.12 um^2.
- Dominant kind of combinational cell :: AND-OR/OR-AND gates
- Synth flops :: 8
- Of the total synthesized cell area, the portion taken by AND, OR, NAND and NOR gates is between 10 and 15%.
- The share of synthesized area in the top cell type comes to 24.1%.
- Synthesized cell area :: around 830 um^2
- Synthesis produced about 91 cells.
- The main area contributors are dfrtp_1, ha_1, mux2i_1, xnor2_1, xor2_1.
- Most common library cells after synthesis :: ha_1, dfrtp_1, o21ai_0, inv_1, mux2i_1
- In this run, distinct cell masters in the synthesized netlist total 30.
- For this run, asynchronously set or reset flops after synthesis account for 100%.
- Area fraction in xor and xnor cells :: 10.6%
- The number of cells reported by Yosys stat comes to about 91.
- Post-synth tally of flip-flops with integrated enable :: 0
- The most frequently used library cell after synthesis is ha_1.

** Routing
- Antenna cells :: 0
- First-pass iteration count of the detailed router :: 2
- Detailed-routed wire length on met3 :: 202 um
- Via Count :: approximately 910
- Dividing the detail-routed wire length by the instance count gives between 10 and 15 um.
- Highest routed metal layer :: met4
- In the routed layout, each cell is associated on average with a via count of about 4.3.
- Per the detailed-route log, wirelength across all metal layers totals 2440 um.
- Routed length on met2 :: ~1000 um
- Violation tally from detailed-route iteration zero :: 13
- M1 WL :: approximately 1200 um
- Per the post-route antenna check, the number of violating nets is 0.
- Total DRC errors in the routed layout :: 0

** Placement
- The post-placement cell area is between 0.001 and 0.0015 mm^2.
- Final HPWL DP :: approximately 1800 um
- The detailed placer reported the number of placed instances as 186.
- Worst slack at placement :: -1.63 ns
- Port Buf Inserts :: 28
- Routability-driven placement congestion ratio :: about 0.83

** Finish
- Regs by FF count :: Output x8
- Largest register FFs :: 8
- Fraction of layout cells with a size suffix above 1 :: ~49%
- Growth of design area from synthesis to finish :: 107%
- Across the whole layout, storage elements account for 200 um^2.
- The finished layout holds 211 standard cells, fillers aside.
- Register with the most flip-flops :: Output
- In the final layout, the multi-input gates occupy 762 um^2.
- Number of fill cells :: between 300 and 400
- Final Instance Area :: around 0.0017 mm^2
- Final design utilization :: 41.8%

** Worst setup path
- STA puts the critical path data required time at roughly 1.2 ns.
- R2R Path Start :: Output[5]
- Buffer-and-inverter tally for the worst setup path :: 3
- Worst R2R Setup Slack :: -0.02 ns
- Classification of the worst setup path :: in2reg
- Worst stage delay on the critical path :: a little under 0.3 ns
- The endpoint identified for the worst register-to-register timing path is Output[6].
- Length in cells of the worst reg-to-reg path :: 4
- CP max stage cell :: ha_1
- STA classifies the critical path endpoint as a register.
- WP data arrival :: roughly 2 ns
- The kind of cell with the highest combined delay along the critical path is AND-OR/OR-AND gates.
- Max fanout on the critical path was recorded as 3.
- STA classifies the critical path startpoint as an input pin.
- Ordered cell list for the critical path :: buf_12, buf_6, nor3_4, nor2_1, xnor2_1, ha_1, a21boi_4, buf_6, o41ai_4, xnor2_1, a21oi_1

** Clock network
- Clock latency reported for the late side of the worst-skew pair :: 0.23 ns
- Number of clock sinks :: 8
- Hold-fix buffer count after cts :: 0
- TritonCTS built the clock tree.
- Clock buffer depth :: 2
- Per the TritonCTS log, the buffer count is 3.
- Per the CTS log, the root buffer master is clkbuf_8.
- In this run the number of H-tree levels came out at 1.
- The timing report gives the clock slew at the launch and capture registers of the worst setup and hold paths as about 0.040 ns.

** Floorplan
- According to the I/O placement log, the pin count is 29.
- Effective utilization at floorplan :: roughly a fifth
- According to the floorplan report, the total die area is 0.00740 mm^2.
- DIE HEIGHT :: 86 um
- Per the OpenROAD floorplan log, the width of the die is approximately 86 um.
- Row generation in the floorplan step produced 23 rows.
- Area of the core region :: 0.00412 mm^2

** Status
- The checks that failed: setup timing.
- Result of the run :: finished, violations left

** Job
- Max-cap check violation count :: 0
- Number of OpenROAD warnings :: 30

** GRT
- Antenna violations before repair :: 0
- Via count of the first global-routing pass :: 978
- Maximum number of pins on one net before global-route repair :: 16
- Total congestion overflow :: 0
- Global-route wire length before repair :: about 4200 um
- Total global-route track usage :: under 10%

** Min path
- STA reports the tightest min-delay check as being of type in2async.
==> kinds of logic after synthesis <==
logic type                 after synthesis
buffers and inverters                    9
and+or+nand+nor                         20
AOI/OAI and AO/OA                       25
DFF                                      8
xor gates and xnor gates                10
adders and majority gates               11
muxes                                    8
==> worst max path at each step <==
| stage | start | to | depth (start not counted) |
|---|---|---|---|
| after global routing | Input_2[1] | Output[7] | 12 |
| after CTS | Input_2[1] | Output[5] | 10 |
| final | Input_2[1] | Output[7] | 11 |
==> power by group through the flow <==
| stage | registers (mW) | clock network (mW) | logic (mW) |
|---|---|---|---|
| CTS | 0.402 | 0.352 | 0.913 |
| finish | 0.401 | 0.343 | 0.983 |
| global route | 0.411 | 0.363 | 1.09 |
==> per-layer routing <==
metal | track usage (%) | up-vias
li1 | - | 469
met1 | 9.09 | 414
met2 | 9.47 | 25
met3 | 2.19 | 2
met4 | 1.35 | 0
met5 | 0 | -
==> repair_timing <==
item / in CTS / in global routing
setup buffers: 22 / 5
pin swaps: 30 / 27
endpoints found under the setup margin: 16 / 10
resized: 58 / 19
cloned: 0 / 0
==> layout by cell type, fill, tap and decap left out, types with 2 or more instances in the layout <==
cell	n
xnor2_1	4
dlymetal6s2s_1	2
a21oi_2	2
nand2_1	4
buf_2	4
nand3b_1	2
ha_1	4
ha_2	2
clkbuf_8	3
clkdlybuf4s50_1	9
ha_4	4
mux2i_1	6
nor2_1	4
xor2_1	4
a21o_1	3
dlygate4sd2_1	9
inv_1	2
buf_6	10
o21ai_0	3
buf_4	32
inv_2	2
a31oi_1	3
o21a_1	2
o21ai_1	4
dfrtp_1	8
nor3_4	2
==> area by class of cell <==
type / instances / area share, %
multi-input cells: 74 / 44.3
repair buffers: 70 / 35.9
clock buffers: 3 / 2.40
well taps: 50 / 3.64
inverters: 6 / 2.18
flip-flops and latches: 8 / 11.6
Power and IR drop assume default switching activity.
