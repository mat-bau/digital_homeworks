[flow/run.sh]
#!/bin/bash
# OpenROAD 26Q1-2900-gdf79404cd8, Yosys 0.63+post, stock flow scripts
make -C /OpenROAD-flow-scripts/flow DESIGN_CONFIG=/design/flow/config.mk WORK_HOME=/design/flow/orfs finish
[flow/config.mk]
export PLATFORM = sky130hd
export DESIGN_NAME = arm
export DESIGN_NICKNAME = arm
export VERILOG_FILES = /design/flow/design.v
export SDC_FILE = /design/flow/constraint.sdc
export NUM_CORES = 4
export LEC_CHECK = 1
export CORE_UTILIZATION = 50
[flow/constraint.sdc]
current_design arm

set clk_period 15.6
set clk_io_pct 0.2

create_clock -name clk0 -period $clk_period [get_ports {clk}]

set non_clock_inputs [all_inputs -no_clocks]
set_input_delay [expr $clk_period * $clk_io_pct] -clock clk0 $non_clock_inputs
set_output_delay [expr $clk_period * $clk_io_pct] -clock clk0 [all_outputs]
[flow/design.v]
module arm(
    input  logic        clk,
    input  logic        reset,
    output logic [31:0] PC,
    input  logic [31:0] Instr,
    output logic        MemWrite,
    output logic [31:0] ALUResult,
    output logic [31:0] WriteData,
    input  logic [31:0] ReadData
);
    logic [3:0] cond = Instr[31:28];
    logic [1:0] instr_type = Instr[27:26];  
    logic I = Instr[25];                     
    logic [3:0] opcode = Instr[24:21];       
    logic S = Instr[20];                     
    logic [3:0] Rn = Instr[19:16];
    logic [3:0] Rd = Instr[15:12];
    logic [11:0] imm12 = Instr[11:0];
    logic [23:0] imm24 = Instr[23:0];       
    logic [3:0] Rm = Instr[3:0];
    logic [7:0] imm8 = Instr[7:0];          
    logic RegWrite;
    logic MemRead;
    logic MemToReg;
    logic ALUSrc;        
    logic [2:0] ALUOp;   
    logic Branch;
    logic ByteOp;        
    logic UnsignedLoad;  
    logic [31:0] ReadData1, ReadData2;
    logic [31:0] ALUIn2;
    logic [31:0] Imm32;
    logic [31:0] ALUOut;
    logic ZeroFlag;
    logic [31:0] pc_reg, pc_next;
    assign PC = pc_reg;
    always_ff @(posedge clk or posedge reset) begin
        if (reset) pc_reg <= 32'h00000000;
        else pc_reg <= pc_next;
    end
    control_unit ctrl(
        .instr(Instr),
        .RegWrite(RegWrite),
        .MemRead(MemRead),
        .MemToReg(MemToReg),
        .MemWrite(MemWrite),
        .ALUSrc(ALUSrc),
        .ALUOp(ALUOp),
        .Branch(Branch),
        .ByteOp(ByteOp),
        .UnsignedLoad(UnsignedLoad)
    );
    regfile rf(
        .clk(clk),
        .we(RegWrite),
        .wa(Rd),
        .ra1(Rn),
        .ra2(Instr[3:0]),  
        .wd(MemToReg ? ReadData : ALUOut),
        .rd1(ReadData1),
        .rd2(ReadData2)
    );
    imm_shifter sh(
        .Instr(Instr),
        .I(I),
        .imm32(Imm32),
        .shifted_rm(ALUIn2)
    );
    logic [3:0] alu_ctrl;
    alu_control actrl(.ALUOp(ALUOp), .Opcode(opcode), .ALUCtrl(alu_ctrl));
    alu alu0(
        .A(ReadData1),
        .B(ALUSrc ? Imm32 : ALUIn2),
        .ALUCtrl(alu_ctrl),
        .Result(ALUOut),
        .Zero(ZeroFlag)
    );
    assign ALUResult = ALUOut;
    assign WriteData = ReadData2;  
    logic [31:0] MemLoadResult;
    always_comb begin
        if (MemToReg && MemRead) begin
            if (ByteOp) begin
                if (UnsignedLoad) MemLoadResult = {24'b0, ReadData[7:0]};
                else MemLoadResult = {{24{ReadData[7]}}, ReadData[7:0]};  
            end else begin
                MemLoadResult = ReadData;
            end
        end else MemLoadResult = 32'b0;
    end
    logic [31:0] branch_offset;
    logic branch_taken;
    assign branch_offset = {{6{imm24[23]}}, imm24, 2'b00};  
    assign branch_taken = Branch & ZeroFlag;  
    always_comb begin
        if (branch_taken)
            pc_next = pc_reg + 32'd4 + branch_offset;  
        else
            pc_next = pc_reg + 32'd4;
    end
endmodule
module control_unit(
    input  logic [31:0] instr,
    output logic RegWrite,
    output logic MemRead,
    output logic MemToReg,
    output logic MemWrite,
    output logic ALUSrc,
    output logic [2:0] ALUOp,
    output logic Branch,
    output logic ByteOp,
    output logic UnsignedLoad
);
    logic I = instr[25];
    logic [3:0] opcode = instr[24:21];
    logic [1:0] type = instr[27:26];  
    always_comb begin
        RegWrite = 0;
        MemRead  = 0;
        MemToReg  = 0;
        MemWrite = 0;
        ALUSrc = 0;
        ALUOp = 3'b000;
        Branch = 0;
        ByteOp = 0;
        UnsignedLoad = 0;
        case (type)
            2'b00: begin  
                RegWrite = 1;
                MemToReg = 0;
                ALUSrc = I;  
                ALUOp = 3'b010;  
            end
            2'b01: begin  
                if (instr[20]) begin
                    RegWrite = 1;
                    MemRead = 1;
                    MemToReg = 1;
                    ALUSrc = 1;  
                    ALUOp = 3'b000;  
                    ByteOp = instr[22];
                    UnsignedLoad = instr[21];
                end else begin
                    RegWrite = 0;
                    MemWrite = 1;
                    ALUSrc = 1;
                    ALUOp = 3'b000;  
                    ByteOp = instr[22];
                end
            end
            2'b10: begin  
                Branch = 1;
                ALUOp = 3'b111;
            end
            default: begin
            end
        endcase
    end
endmodule
module regfile(
    input logic clk,
    input logic we,
    input logic [3:0] wa,
    input logic [3:0] ra1,
    input logic [3:0] ra2,
    input logic [31:0] wd,
    output logic [31:0] rd1,
    output logic [31:0] rd2
);
    logic [31:0] regs [0:15];
    initial begin
        integer i;
        for (i=0;i<16;i=i+1) regs[i] = 32'b0;
    end
    always_ff @(posedge clk) begin
        if (we && wa != 4'd0)  
            regs[wa] <= wd;
    end
    assign rd1 = regs[ra1];
    assign rd2 = regs[ra2];
endmodule
module imm_shifter(
    input  logic [31:0] Instr,
    input  logic I,
    output logic [31:0] imm32,
    output logic [31:0] shifted_rm
);
    logic [11:0] imm12 = Instr[11:0];
    logic [3:0] Rm = Instr[3:0];
    logic [4:0] shift = Instr[11:7];
    assign imm32 = {{20{imm12[11]}}, imm12};  
    assign shifted_rm = 32'b0;
endmodule
module alu_control(
    input logic [2:0] ALUOp,
    input logic [3:0] Opcode,
    output logic [3:0] ALUCtrl
);
    always_comb begin
        case (ALUOp)
            3'b000: ALUCtrl = 4'b0100;  
            3'b111: ALUCtrl = 4'b0100;  
            3'b010: begin  
                case (Opcode)
                    4'b0000: ALUCtrl = 4'b0000;  
                    4'b0001: ALUCtrl = 4'b0001;  
                    4'b0010: ALUCtrl = 4'b0010;  
                    4'b0100: ALUCtrl = 4'b0100;  
                    4'b1100: ALUCtrl = 4'b1100;  
                    default: ALUCtrl = 4'b0100;  
                endcase
            end
            default: ALUCtrl = 4'b0100;
        endcase
    end
endmodule
module alu(
    input  logic [31:0] A,
    input  logic [31:0] B,
    input  logic [3:0]  ALUCtrl,
    output logic [31:0] Result,
    output logic        Zero
);
    always_comb begin
        case (ALUCtrl)
            4'b0000: Result = A & B;         
            4'b0001: Result = A ^ B;         
            4'b0010: Result = A - B;         
            4'b0100: Result = A + B;         
            4'b1100: Result = A | B;         
            default: Result = A + B;
        endcase
        Zero = (Result == 32'b0);
    end
endmodule
==> CHANGELOG.md <==
## Flow update

- Root buf cell: clkbuf_16
- Initial antenna violation count: 0
- Max stage delay cell, worst path: clkdlybuf4s50_1
- Core area: just over 60,000 µm²
- Fin crit period: 12.08 ns
- Total of max-cap violations: 0
- Top_reg_cell synth: edfxtp_1
- Worst-path cell chain: clkdlybuf4s50_1 -> o21ba_2 -> nand2_1 -> inv_1 -> nor4_1 -> and3_1 -> nand3_1 -> ha_1 -> nor2_1 -> nor2_1 -> ha_1 -> nand2_1 -> nor3_1 -> o211ai_1 -> nand2_1 -> o31a_1 -> a21oi_1 -> o311a_1 -> inv_1 -> clkdlybuf4s50_1
- Hold_buf cts: 0
- Global route overflow: 0
- Worst Skew: 0.0383 ns
- Post-CTS resize count: 0
- Yosys Warn Count: 6
- Setup ws final: 3.52 ns
- Largest net degree at the start of global routing: 73
- Pre-CTS setup slack: 3.59 ns
- CP Class: in -> out
- # DRC: 0
- Clock share of power: 31.1%
- Clock Sinks: between 500 and 600
- Worst path most repeated cell: nand2_1
- Fmax achieved: 82.8 MHz
- Count leader, synth: edfxtp_1
- CTS clk-pin slew, worst paths: 0.06 ns
- Fillers: 4,481
- Die width: 251 µm
- Post-CTS setup buffer count: 0
- Final setup viols: 0
- Number of global-route vias before repair: around 21,000
- Fin Hold WS: approximately 0.61 ns
- Max-slew headroom: 26.6%
- Max-area cell share: around half
- Clock Path Buffers: 3
- Yosys cell count: 1,981
- Synth-to-Final Area Change: 14.7%
- Antenna viol nets, final: 0
- GPL Wtd Cong: 0.967
- Drt wl/cell: approximately 29 µm
- CTS tree: built
- Crit-path leading delay family: simple AND/OR/NAND/NOR gates
- Yosys Chip Area: ~31,000 µm²
- Die Size: 62,800 µm²
- Worst setup SP type: input pin
- Unique cell types: 83
- Top cells by area: edfxtp_1 (50%), mux4_2 (23%), ha_1 (5.3%), dfrtp_1 (2.4%), xnor2_1 (1.6%)
- Post-Synthesis Cell Area: 30,900 µm²
- H-tree levels: 2
- Vias: 19,200
- Switch Pwr: around 0.0012 W
- Total Wirelength: 86,900 µm
- Worst Path Buf+Inv: 4
- Final TNS setup: 0 ns
- Sequential share of power: 44.5%
- Inserted Diodes: 0
- Switching portion of total power: between 20% and 30%
- Ys flops: 542
- Starting Density: 50.9%
- Worst Path Required: around 12 ns
- Largest fanout on the critical path: 12
- Pre-Repair DR Iteration Count: 5
- P_int: 0.00293 W
- # IOs: 163
- Number of port buffers: 156
- Fin crit share: 77.5%
- GR Util All Layers: 31.5%
- Pwr Density: 116 nW/µm²
- Yosys top cell by area: edfxtp_1
- Status: completed
- Post-Syn Instances: 1,981
- Die height: 251 µm
- Register area share after synthesis: 52.2%
- Late-Pin Clk Latency: 0.65 ns
- Syn avg cell area: about 16 µm²
- CTS buffer count: 57
- Post-synth ARST share: 5.54%
- First-pass GRT wire length: 130,000 µm
- Worst IR Drop VDD: 0.0000988 V
- Reg2reg setup slack: 9.53 ns
- Comb power frac: approximately 24%
- Hold Crit Class: reg -> reg
- Num rows: 90
- Number of enable flip-flop cells: 512
- Layout cells sized above 1: 24.4%
- Unrepaired setup endpoints after global routing: no
- Vias per Instance: 6.40
- Leak: between 10 and 15 nW
- Endpoint type of the worst setup path: output pin
- Final hold violation count: 0
- CP peak stage delay: 0.72 ns
- Post-DP HPWL: roughly 57,000 µm
- Actual slew at the worst max-slew pin: 1.07 ns
- Max reg flops: 512
- Tool warnings: 62
- WP data arrival: 8.96 ns
- Slew Limit Fails: 0
- Synth top cells by count: edfxtp_1 (512), mux4_2 (320), ha_1 (131)
- DR iter-0 viols: between 1,000 and 1,500
==> metrics by stage <==
step                cell area (µm²)  instances  utilization [%]  total power, W
global placement              33700       2904             55.6         0.00283
global route                  35500       3005             58.4         0.00427
CTS                           35500       3005             58.4         0.00412
finish                        35500       3005             58.4         0.00410
detailed placement            33700       2904             55.6         0.00285
floorplan                     31000       2014                -         0.00242
==> cells by family after synthesis <==
| family | share of synthesized area [%] |
|---|---|
| other | 0.0121 |
| muxes | 25.3 |
| and+or+nand+nor | 5.42 |
| DFF | 52.2 |
| AOI/OAI and AO/OA | 6.86 |
| adders and majority gates | 5.43 |
| xor gates and xnor gates | 2.29 |
| buffers and inverters | 2.53 |
==> power groups by stage <==
stage / Clock (W) / Combinational (W) / Sequential, W
6_report: 0.00128 / 0.000997 / 0.00183
5_1_grt: 0.00135 / 0.00109 / 0.00183
4_1_cts: 0.00130 / 0.000999 / 0.00183
==> layout by cell type (no fill, tap or decap), drive strengths merged, types with 11 or more instances in the layout <==
master,Yosys,layout
nand3,30,30
inv,77,78
buf,39,74
o21ai,63,63
ha,131,131
nor2,108,108
nand2,78,78
a22oi,17,17
a21o,24,24
and3,14,14
mux2,47,47
a211oi,17,17
xnor2,58,58
a21oi,93,93
nor3b,11,11
o211ai,11,11
clkbuf,77,80
conb,1,34
clkinv,0,18
xor2,22,22
nor3,26,26
nand4,18,18
mux4,320,320
clkdlybuf4s50,0,148
edfxtp,512,512
dfrtp,30,30
==> final cells by class <==
type / count / area (µm²) / share of cell area (%)
flip-flops and latches: 542 / 16100 / 45.5
multi-input cells: 1279 / 14200 / 40.2
repair buffers: 224 / 2080 / 5.86
clock buffers: 78 / 1520 / 4.27
well taps: 782 / 978 / 2.76
inverters: 77 / 289 / 0.815
clock inverters: 23 / 225 / 0.635
==> final timing paths <==
kind,depth (start not counted),startpoint,endpoint
min reg2reg,2,pc_reg[31]$_DFF_PP0_,pc_reg[31]$_DFF_PP0_
max reg2reg,15,rf.regs[15][20]$_DFFE_PP_,pc_reg[7]$_DFF_PP0_
max,20,Instr[27],ALUResult[31]
min,2,pc_reg[31]$_DFF_PP0_,pc_reg[31]$_DFF_PP0_
min in group asynchronous,3,reset,pc_reg[19]$_DFF_PP0_
max in group asynchronous,3,reset,pc_reg[5]$_DFF_PP0_
==> routing by layer <==
metal,vias to the layer above,wire length [µm],track usage (%)
met2,1038,42000,47.4
li1,8520,-,-
met3,135,12400,18.9
met5,-,58,0.849
met4,2,2140,5.85
met1,9541,30300,42.3
==> worst reg2reg max path, stage by stage (launching register included) <==
cell       delay [ns]
edfxtp_1         0.38
mux4_2           0.48
mux4_2           0.60
ha_1             0.51
nand2_1          0.17
o21ai_0          0.43
a21oi_1          0.11
a211oi_1         0.31
o21ai_0          0.14
nand3_1          0.10
o211ai_1         0.28
a2111oi_0        1.02
nand4_1          0.38
nor3_4           0.20
buf_4            0.42
mux2_2           0.42
Power and IR drop assume default switching activity.
