==> design/flow/design.v <==
module Homework_4( input  logic [31:0] a, b,
		   input  logic [1:0]  ALUControl,
		   output logic [31:0] Result,
		   output logic [3:0]  ALUFlags);
logic [31:0] S, b_out;
logic c_out;
assign b_out = ALUControl[0] ? ~b : b;
assign {c_out,S} = a + b_out + ALUControl[0];
always_comb
	case (ALUControl)
		2'b00: begin 
		       Result          = S;
		       ALUFlags[0]     = a[31] & b[31] & ~Result[31] | ~a[31] & ~b[31] & Result[31];
		       end
		2'b01: begin
		       Result 	       = S;
		       ALUFlags[0]     = ~a[31] & b[31] & Result[31] | a[31] & ~b[31] & ~Result[31];
		       end
		2'b10: begin 
		       Result 	       = a & b;
		       ALUFlags[0]     = 2'b0;
		       end
		2'b11: begin
		       Result          = a | b;
		       ALUFlags[0]     = 2'b0;
		       end
		default: begin
		         Result        = 32'b0;
		         ALUFlags[0]   = 2'b0;
		         end
	endcase
assign ALUFlags[1] = c_out & ~ALUControl[1];
assign ALUFlags[2] = (Result == 32'b0);
assign ALUFlags[3] = Result[31];
endmodule
==> design/flow/run.sh <==
#!/bin/bash
# OpenROAD 26Q1-2900-gdf79404cd8, Yosys 0.63+post, stock flow scripts
make -C /OpenROAD-flow-scripts/flow DESIGN_CONFIG=/design/flow/config.mk WORK_HOME=/design/flow/orfs finish
==> design/flow/config.mk <==
export PLATFORM = sky130hd
export DESIGN_NAME = Homework_4
export DESIGN_NICKNAME = Homework_4
export VERILOG_FILES = /design/flow/design.v
export SDC_FILE = /design/flow/constraint.sdc
export NUM_CORES = 4
export LEC_CHECK = 1
export CORE_UTILIZATION = 40
==> design/flow/constraint.sdc <==
current_design Homework_4

set clk_period 21.9
set clk_io_pct 0.2

create_clock -name clk0 -period $clk_period

set non_clock_inputs [all_inputs -no_clocks]
set_input_delay [expr $clk_period * $clk_io_pct] -clock clk0 $non_clock_inputs
set_output_delay [expr $clk_period * $clk_io_pct] -clock clk0 [all_outputs]
==> changes_impl.md <==
## Implementation

- Status: finished clean
- DR vias/cell: 5.84
- Post-synthesis instance area: 3400 um^2
- Log Warnings: 34
- DR WL/cell: 15.3 um
- Leading area contributor after synthesis: ha_1
- Largest net degree at the start of global routing: 61
- Pins Over Slew Limit: 0
- Critical path class: primary input to primary output
- Crit path buffers/inverters: 3
- CP startpoint: ALUControl[0]
- Final setup TNS: 0 ns
- CP max stage cell: buf_4
- Die x size: 94.2 um
- Yosys stat area: 3400 um^2
- Hpwl dp: 7900 um
- Layout area overhead: 30.1%
- Area leader share: 0.121
- Worst endpoint data arrival time: 8.70 ns
- Placeable Area: 8220 um^2
- Maximum clock frequency: 0.0765 GHz
- # hold bufs at CTS: 0
- Slew at the pin closest to its max-slew limit: 0.763 ns
- CP max FO: 60
- Clkbuf count: 0
- Unrepaired setup endpoints after global routing: no
- Cell family with most CP delay: simple AND/OR/NAND/NOR gates
- Grt total ovfl: 0
- Ys cells: 475
- IO buf count: 102
- Fillcell total: 783
- Maxcap violations: 0
- Die area: 8880 um^2
- Pre-Place Util: 0.414
- Seq/Total Area, Yosys: 0
- Slowest Stage Delay on Critical Path: 0.64 ns
- Avg Synthesized Cell Area: 7.16 um^2
- Max-slew headroom: 0.491
- Static Leak: 0.00170 uW
- Vias in the first global route: 3,517
- Minimum clock period: 13.08 ns
- First-pass GRT wire length: 16,600 um
- Via count: 3,822
- Power per cell area: 35.6 nW/um^2
- Initial DRC count: 126
- Fin crit share: 0.597
- Top cells by count: nand2_1 (52), a21oi_1 (35), ha_1 (33)
- Post_cts resized: 0
- Yosys cell types: 78
- Cells after Synth: 475
- Utilization after layout: 0.539
- Crit start category: primary input
- Post-Route WL: 9990 um
- Min-delay src: ALUControl[0]
- Flops: 0
- Peak supply drop: 0.0150 mV
- Initial antenna violation count: 0
- Min-delay worst type: primary input to primary output
- Routability Congestion: 0.936
- Most frequent cell after synthesis: nand2_1
- Post-route ant nets: 0
- Row Count: 33
- DRC errors left: 0
- IO Count: 102
- Register Area: 0 um^2
- Setup Fix Bufs, Post-CTS: 0
- Ys Warns: 4
- Largest cells by area: ha_1 (12%), xor2_1 (8.2%), maj3_1 (7.1%)
- Diode count: 0
- Setup violators final: 0
- Crit path DRT: 17.52 ns
- Crit end category: primary output
- Worst-path cell chain: buf_2 > buf_4 > xor2_1 > fa_1 > xor2_1 > mux2_2 > or3_1 > nor4_1 > nor4b_2 > nand4b_1 > nor4_1 > nand4_1 > nor4_2 > clkdlybuf4s50_1
- Die span in y: 94.2 um
- Final tally of hold violations: 0
- Global-route usage over all layers: 0.230
- Layout cell share with drive strength beyond 1: 0.0655
- First-pass detailed-route iteration total: 4
==> tightest hold or removal path, cell delays in order <==
cell	delay, ns
buf_2	0.16
nor2b_1	0.12
a221oi_1	0.10
clkdlybuf4s50_1	0.41
==> layout by cell type, fill, tap and decap left out, types with 3 or more instances in the layout <==
cell,n
a2111oi_0,4
a211oi_1,8
a21o_1,14
a21oi_1,35
a31oi_1,7
and3_1,5
buf_4,3
clkdlybuf4s50_1,100
ha_1,33
inv_1,14
maj3_1,24
mux2i_1,4
nand2_1,52
nand2b_1,3
nand3_1,10
nand4_1,10
nor2_1,28
nor2b_1,5
nor3_1,14
nor3b_1,4
nor4_1,7
nor4_2,3
o2111ai_1,3
o211ai_1,3
o211ai_2,3
o21a_1,15
o21ai_0,17
o31a_1,5
o31ai_1,11
or3_1,5
xor2_1,32
==> metrics by stage <==
| stage | setup WS [ns] | power [uW] | cells | cell area, um^2 | hold WS [ns] |
|---|---|---|---|---|---|
| global route | 8.47 | 175 | 655 | 4430 | 9.63 |
| detailed placement | 8.79 | 156 | 655 | 4430 | 9.56 |
| finish | 8.82 | 158 | 655 | 4430 | 9.55 |
| floorplan | 9.58 | 99.9 | 475 | 3400 | 8.80 |
| global placement | 8.92 | 156 | 655 | 4430 | 9.56 |
| CTS | 8.80 | 157 | 655 | 4430 | 9.56 |
==> metal layers <==
layer	vias up	GRT usage	wire, um
met2	106	0.376	4390
met5	-	0	0
li1	2000	-	-
met3	4	0.00988	474
met4	0	0.0103	40
met1	1712	0.351	5080
==> kinds of logic after synthesis <==
kind of cell    count (synthesis)  synth area share
xor+xnor                       34            0.0875
compound gates                171             0.391
simple gates                  160             0.242
buf+inv                        44            0.0566
fa+ha+maj                      60             0.204
mux                             6            0.0184
==> where the power goes <==
part | internal, uW | switching, uW | total (uW)
Sequential | 0 | 0 | 0
Clock | 0 | 0 | 0
Combinational | 76.0 | 81.6 | 158
Total | 76.0 | 81.6 | 158
==> final timing paths <==
check | depth (start not counted) | endpoint | slack, ns
min | 4 | Result[0] | 9.55
max | 14 | ALUFlags[2] | 8.82
==> final cells by class <==
class              instances  area, um^2  area share
repair buffers           105        1030       0.233
well taps                105         131      0.0297
inverters                 14        52.6      0.0119
multi-input cells        431        3210       0.725
Power is estimated from default activity; no workload was simulated.
